==> design/flow/run.sh <==
#!/bin/bash
# OpenROAD 26Q1-2900-gdf79404cd8, Yosys 0.63+post, stock flow scripts
make -C /OpenROAD-flow-scripts/flow DESIGN_CONFIG=/design/flow/config.mk WORK_HOME=/design/flow/orfs finish
==> design/flow/config.mk <==
export PLATFORM = sky130hd
export DESIGN_NAME = moduleName
export DESIGN_NICKNAME = moduleName
export VERILOG_FILES = /design/flow/design.v
export SDC_FILE = /design/flow/constraint.sdc
export NUM_CORES = 4
export LEC_CHECK = 1
export CORE_AREA = 10 10 75 75
export DIE_AREA = 0 0 85 85
==> design/flow/constraint.sdc <==
current_design moduleName

set clk_period 4.1
set clk_io_pct 0.2

create_clock -name clk0 -period $clk_period [get_ports {clk}]

set non_clock_inputs [all_inputs -no_clocks]
set_input_delay [expr $clk_period * $clk_io_pct] -clock clk0 $non_clock_inputs
set_output_delay [expr $clk_period * $clk_io_pct] -clock clk0 [all_outputs]
==> design/flow/design.v <==
module moduleName (
    input   clk,
    input   rst_n,
    output  clk_87 
);
    logic   cnt8_en;
    logic   cnt9_en;
    logic   cnt10_en;
    logic   clk_8;
    logic   clk_9;
    logic [2:0] cnt8;
    logic [3:0] cnt9;
    logic [3:0] cnt10;    
    assign  cnt10_en = (cnt8_en && cnt8==7) | (cnt9_en && cnt9==8);
    assign  cnt8_en = (cnt10 < 3);
    assign  cnt9_en = (cnt10 > 2);
    always_ff @( posedge clk or negedge rst_n ) begin
        if (!rst_n) begin
            cnt10 <= 'b0;
        end else if (cnt10_en && cnt10 != 9) begin
            cnt10 <= cnt10 + 1;
        end else if (cnt10_en && cnt10 == 9) begin
            cnt10 <= 0;
        end
    end
    always_ff @( posedge clk or negedge rst_n ) begin
        if (!rst_n) begin
            cnt8 <= 'b0;
        end else if (cnt8_en && cnt8 != 7) begin
            cnt8 <= cnt10 + 1;
        end else if (cnt8_en && cnt8 == 7) begin
            cnt8 <= 0;
        end
    end    
    always_ff @( posedge clk or negedge rst_n ) begin
        if (!rst_n) begin
            cnt9 <= 'b0;
        end else if (cnt9_en && cnt9 != 8) begin
            cnt9 <= cnt10 + 1;
        end else if (cnt9_en && cnt9 == 8) begin
            cnt9 <= 0;
        end
    end  
    always_ff @( posedge clk or negedge rst_n ) begin
        if (!rst_n) begin
            clk_8 <= 'b0;
        end else begin
            case (cnt8)
                3'b000: clk_8 <= 1;
                3'b100: clk_8 <= 0;
                default: clk_8 <= clk_8;
            endcase
        end
    end  
    always_ff @( posedge clk or negedge rst_n ) begin
        if (!rst_n) begin
            clk_9 <= 'b0;
        end else begin
            case (cnt9)
                3'b000: clk_9 <= 1;
                3'b100: clk_9 <= 0;
                default: clk_9 <= clk_9;
            endcase
        end
    end  
    assign clk_87 = clk_8 & clk_9;
endmodule
==> impl_metrics.csv <==
group,metric,value,unit
min_path,hp-class,"reg2reg",
power,p_per_area,305.6,mW/mm^2
setup_path,cp.required,3280,ps
setup_path,worst-r2r-cell-count,5,
sta,slew_headroom,61.71,%
power,leakage,0.3219,nW
synth,avgSynthCellArea,10.24,sq um
setup_path,critPathTopFamily,"buffers and inverters",
clock_network,post_cts_buffers,0,
sta,finalCritPeriodShare,48.09,%
setup_path,critPathLaunchType,"register",
synth,flop_cell,"dfrtp_1",
clock_network,clockRootBuffer,"clkbuf_8",
global_routing,grt_pass1_wl,1.959,mm
clock_network,cts_max_level,1,
finish,fillers,430,
synth,yosys_area,675.6,sq um
drt,drtAntennaViolNets,0,
drt,wl_per_cell,8.808,microns
floorplan,die_w,85,microns
setup_path,critical_path_class,"reg2out",
sta,max_freq,0.5072,GHz
synth,synth_flop_count,13,
synth,syn_inst,66,
global_routing,grt_use_total,3.150,%
clock_network,clk_latency,240,ps
synth,aoi_share,16.30,%
synth,area_leaders,"dfrtp_1, ha_1, o21ai_0",
finish,drive_gt1_share,11.43,%
place,hpwl,788.4,microns
clock_network,cts_tree,"yes",
synth,enable_flop_cells,0,
run_status,status,"finished, final reports clean",
synth,synth.top_cell.area_share,48.15,%
floorplan,pin_count,3,
setup_path,path_buffers,1,
clock_network,path_clk_slew,50,ps
synth,most_common_cell,"dfrtp_1",
finish,syn_to_final_growth,17.41,%
sta,rsz0062_at_grt,"no",
setup_path,cp_num_cells,2,
drt,first_pass_iters,4,
synth,synth.largest_area_cell,"dfrtp_1",
drt,routed_wl,1.057,mm
sta,setup_viol,0,
global_routing,grt_max_degree,14,
floorplan,rows,23,
clock_network,cts_max_path_buffers,2,
sta,slew_viol_final,0,
setup_path,cp_slowest_stage_delay,390,ps
synth,yosysUniqueCellTypes,27,
global_routing,grt_pass1_vias,455,
clock_network,ctsResizeCount,0,
min_path,min_path_cells,1,
sta,setup_ws,2129,ps
synth,common_cells,"dfrtp_1, nand2_1, nor2_1, inv_1, o21ai_0",
global_routing,antenna_found_initial,0,
setup_path,crit_path_cell_trace,"and2_1, clkdlybuf4s50_1",
finish,fin_util,19.55,%
flow_run,warnings,27,
synth,yosys.area_share.simple,19.81,%
sta,fin_worst_skew,1.697,ps
clock_network,cts_buffers,3,
synth,synth_seq_share,48.15,%
sta,hold_viol_final,0,
global_routing,grt.overflow.total,0,
sta,tightest_slew,572.6,ps
floorplan,chipArea,0.007225,sq mm
setup_path,cp_slowest_cell,"clkdlybuf4s50_1",
place,gp_congestion,0.8605,
sta,setup_tns,0,ps
synth,async_reset_ff_share,100.0,%
setup_path,crit_path_max_fanout,2,
synth,yosysWarnings,1,
clock_network,clkSinkCount,13,
flow_run,drv_cap,0,
synth,xor_area_share,2.593,%
synth,top_logic_kind,"simple AND/OR/NAND/NOR gates",
clock_network,hold_buffers,0,
drt,antennaDiodeCount,0,
drt,num_vias,451,
sta,post-route-min-period,1971,ps
synth,ys_sh_adder,5.556,%
setup_path,cp-end-kind,"output pin",
synth,ys_cells,66,
drt,drtIter0Drc,48,
floorplan,die_height,85,microns
setup_path,critical_path_arrival,1150,ps
drt,remaining_drc_errors,0,
drt,vias_per_cell,3.758,
floorplan,coreArea,0.004058,sq mm
power,peakVddDrop,0.08727,mV
synth,syn_area,675.6,sq um
floorplan,fp_util,16.65,%
place,port_buffers,2,
synth,mux_share,3.333,%
place,pre_cts_ws,2369,ps
[final timing paths]
| path | startpoint | to | slack (ps) |
|---|---|---|---|
| max | clk_8 | clk_87 | 2130 |
| min | cnt8[2] | clk_8 | 460 |
| max reg2reg | cnt10[0] | cnt10[1] | 2450 |
| min reg2reg | cnt8[2] | clk_8 | 460 |
| max in group asynchronous | rst_n | cnt10[2] | 2770 |
| min in group asynchronous | rst_n | cnt8[2] | 950 |
[logic make-up after synthesis]
kind of cell | after synthesis
buf+inv | 7
compound gates | 17
flops | 13
simple gates | 22
xor+xnor | 2
fa+ha+maj | 3
mux | 2
[flip-flops by register name, indices dropped and copies added (netlist names)]
register,cells
cnt8,3
clk_8,1
cnt10,4
clk_9,1
cnt9,4
[layout by cell type, fill, tap and decap left out, types with 2 or more instances in the layout]
master,synthesis,routed
a21oi_1,3,3
and3_1,2,2
clkbuf_8,0,3
clkdlybuf4s50_1,0,2
dfrtp_1,13,13
ha_1,3,3
inv_1,5,5
mux2_1,2,2
nand2_1,6,6
nand2b_1,2,2
nor2_1,6,6
o21ai_0,5,5
o21ai_1,2,2
o22ai_1,2,2
[layout make-up]
| cell class | count | area [sq um] | share of cell area [%] |
|---|---|---|---|
| clock buffer | 4 | 45.04 | 5.678 |
| inverter | 5 | 18.77 | 2.366 |
| multi-input combinational | 46 | 321.6 | 40.54 |
| sequential | 13 | 325.3 | 41.01 |
| tap | 50 | 62.56 | 7.886 |
| timing repair buffer | 2 | 20.02 | 2.524 |
[report_power, final]
| group | switching (mW) | internal, mW |
|---|---|---|
| sequential | 0 | 0.128 |
| combinational | 0.00235 | 0.000834 |
| clock | 0.0423 | 0.0684 |
[routing by layer]
layer  vias to the layer above  wire length, microns  global-route usage, %
met1                       207                   556                  4.104
met5                         -                     0                      0
met4                         0                     0                 0.2994
li1                        236                     -                      -
met2                         8                   419                  4.564
met3                         0                    81                  1.830
[per-stage QoR]
stage | power [mW] | instance area (sq um) | hold slack [ps] | std cells
6_report | 0.2424 | 793.3 | 459.5 | 120
5_1_grt | 0.2517 | 793.3 | 473.6 | 120
4_1_cts | 0.2463 | 793.3 | 460.8 | 120
3_5_place_dp | 0.1340 | 748.2 | 454.1 | 116
3_3_place_gp | 0.1340 | 748.2 | 449.2 | 116
2_1_floorplan | 0.1307 | 675.6 | 424.2 | 66
Power is estimated from default activity; no workload was simulated.
