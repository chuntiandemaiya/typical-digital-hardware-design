$ cat flow/config.mk
export PLATFORM = sky130hd
export DESIGN_NAME = div_3
export DESIGN_NICKNAME = div_3
export VERILOG_FILES = /design/flow/design.v
export SDC_FILE = /design/flow/constraint.sdc
export NUM_CORES = 4
export LEC_CHECK = 1
export CORE_AREA = 10 10 70 70
export DIE_AREA = 0 0 80 80
$ cat flow/constraint.sdc
current_design div_3

set clk_period 1.0
set clk_io_pct 0.2

create_clock -name clk0 -period $clk_period [get_ports {clk}]

set non_clock_inputs [all_inputs -no_clocks]
set_input_delay [expr $clk_period * $clk_io_pct] -clock clk0 $non_clock_inputs
set_output_delay [expr $clk_period * $clk_io_pct] -clock clk0 [all_outputs]
$ cat flow/design.v
module div_3 (
    input   clk,
    input   rst_n,
    output  clk_out
);
    logic   [1:0]   cnt;
    logic           posedge_en;
    logic           negedge_en;
    logic           n_clk;
    logic           clk_1;
    logic           clk_2;
    assign n_clk = ~clk;
    always_ff @( posedge clk or negedge rst_n ) begin
        if (!rst_n) begin
            cnt <= 0;
        end else if (cnt != 2) begin
            cnt <= cnt + 1;
        end else if (cnt == 2) begin
            cnt <= 0;
        end
    end
    assign posedge_en = (cnt == 0);
    assign negedge_en = (cnt == 2);
    always_ff @( posedge clk or negedge rst_n ) begin : blockName
        if (!rst_n) begin
            clk_1 <= 0;
        end else if (posedge_en) begin
            clk_1 <= ~clk_1;
        end
    end
    always_ff @( posedge n_clk or negedge rst_n ) begin : blockName
        if (!rst_n) begin
            clk_2 <= 0;
        end else if (negedge_en) begin
            clk_2 <= ~clk_2;
        end
    end
    assign clk_out = clk_1 ^ clk_2;
endmodule
$ cat flow/run.sh
#!/bin/bash
# OpenROAD 26Q1-2900-gdf79404cd8, Yosys 0.63+post, stock flow scripts
make -C /OpenROAD-flow-scripts/flow DESIGN_CONFIG=/design/flow/config.mk WORK_HOME=/design/flow/orfs finish
==> results.toml <==
# implementation run metrics
[final_layout]
synthToLayoutAreaGrowth_pct = 112.9
final_core_util_pct = 9.048
flop_area_um2 = 100.1
fill_cells = 404
layout-drive-gt1-share_pct = 56.52
final-comb-area_um2 = 57.56
design_area_um2 = 309.0

[place]
post-place-ws_ns = -0.7387
numPortBuffers = 2
gp_congestion = 0.6301
dpl_cell_area_um2 = 267.8
dp_hpwl_um = 228.6

[sta]
fin_ws_ns = -0.5975
finalHoldViolCount = 0
slew_violations = 0
relSlewSlack_pct = 90.77
timing.hold.ws_ns = 0.2690
clock_skew_ns = 0.01205
tightestPinTransition_ns = 0.1384
rsz0062_at_grt = "true"
finalSetupViolCount = 2

[logic_synthesis]
ys_seq_elements = 4
synthDistinctLibCells = 7
edf_count = 0
syn_avg_cell_area_um2 = 14.51
synthFlopType = "dfrtp_1"
yosys.area.top_type_share_pct = 51.72
netlist_instances = 10
ys_chip_area_um2 = 145.1
syn_area_um2 = 145.1
most_common_cell = "dfrtp_1"
top_cells_by_area = "dfrtp_1 (52%), dfrtn_1 (17%), xor2_1 (12%), xnor2_1 (6.0%), nand2b_1 (4.3%)"
ys_cells = 10
synthTopCellsByCount = "dfrtp_1 (3), xor2_1 (2)"
synth_seq_share_pct = 68.97
async_reset_ff_share_pct = 100.0
yosysTopAreaCell = "dfrtp_1"
yosysWarnings = 1

[clock_network]
cts_tree = "built"
cts_hold_buffers = 0
cts.sinks = 4
clk_latency_ns = 0.25
path_clk_slew_ns = 0.04
clk_path_buf_depth = 2
numCtsBuffers = 3
cts_root_buffer = "clkbuf_4"
htreeDepth = 1

[critical_path]
end_kind = "primary output"
required_ns = 0.80
worstPathArrival_ns = 1.40
crit_start = "clk_2$_DFFE_NN0N_"
crit_fanout = 2
endpoint = "clk_out"
rrSetupSlack_ns = -0.26
r2r_cells = 2
criticalPathCategory = "reg2out"
r2r_start = "cnt[0]$_DFF_PN0_"
r2r_end = "clk_2$_DFFE_NN0N_"
cp-start-kind = "flop"

[floorplan]
die_width_um = 80
io-pin-count = 3
core_mm2 = 0.003416
fp_util_pct = 4.249
chip_area_mm2 = 0.006400
die_h_um = 80
num_rows = 21

[drt]
drt_wl_total_um = 319
initialDrtViolationCount = 0
dr_total_vias = 114
viasPerCell = 1.652
first_pass_iters = 1
diodes = 0
detail-route-antenna-nets = 0
route.detailed.drc = 0
wl_per_cell_um = 4.623

[run_status]
status = "complete, but fails checks"
violations = "negative setup slack"

[flow_run]
warnings = 28
max-cap-violations = 0

[grt]
grt_pass1_vias = 139
grt_pass1_wl_um = 593
antenna_found_initial = 0
track_usage_pct = 1.368
grt_max_degree = 4
grt_overflow = 0

[min_path]
hp-class = "in2async"

[power_and_ir_drop]
power.density_mw_per_mm2 = 1282
design_power_total_mw = 0.3963
leakage_nw = 0.1412
ir_worst_vdd_uv = 161.6
==> how the worst min path moves through the flow <==
| stage | end | cells after the start | slack [ns] | startpoint |
|---|---|---|---|---|
| 4_1_cts | cnt[0]$_DFF_PN0_ | 2 | 0.26 | rst_n |
| 6_report | cnt[0]$_DFF_PN0_ | 2 | 0.27 | rst_n |
| 5_1_grt | cnt[1]$_DFF_PN0_ | 2 | 0.28 | rst_n |
==> final cells by class <==
class	count	share of cell area [%]
Tap cell	46	18.62
Multi-Input combinational cell	6	18.62
Timing Repair Buffer	9	21.86
Sequential cell	4	32.39
Clock buffer	4	8.502
==> registers in the layout (all words and copies together), names as in the netlist <==
register	count
clk_1	1
cnt	2
clk_2	1
==> what timing repair did <==
action,in CTS,in global routing
buffers inserted,2,2
gates resized,3,1
pin swaps,1,2
hold endpoints to repair,0,0
endpoints found under the setup margin,2,3
==> kinds of logic after synthesis <==
| logic type | share of synthesized area, % |
|---|---|
| AND/OR/NAND/NOR | 12.94 |
| flip-flops | 68.96 |
| XOR/XNOR | 18.11 |
==> metal layers <==
layer | routed length (um) | share of wire (%) | GRT usage, % | up-vias
li1 | - | - | - | 57
met1 | 133 | 42 | 1.268 | 52
met2 | 93 | 29 | 1.204 | 5
met3 | 92 | 29 | 2.727 | 0
met4 | 0 | 0 | 0.1761 | 0
met5 | 0 | 0 | 0 | -
==> through the flow <==
stage | TNS (ns) | cells
after floorplan | -0.4907 | 10
after global placement | -0.9853 | 63
after detailed placement | -1.016 | 63
after CTS | -0.8737 | 69
after global routing | -0.9586 | 69
final | -0.8542 | 69
==> cell usage in the layout (no fill, tap or decap), types with 2 or more instances in the layout <==
| cell type | count |
|---|---|
| clkbuf_4 | 3 |
| xor2_1 | 2 |
| buf_4 | 7 |
| dfrtp_1 | 3 |
==> critical path: stages, from the launching register on <==
cell	delay [ns]
dfrtn_1	0.41
xor2_1	0.13
buf_2	0.11
==> report_power, final <==
| part | internal (mW) | switching [mW] | leakage (nW) |
|---|---|---|---|
| clock | 0.150 | 0.0736 | 0.0150 |
| combinational | 0.00593 | 0.00368 | 0.0691 |
| sequential | 0.163 | 0 | 0.0572 |
| total | 0.319 | 0.0773 | 0.141 |
Power is estimated from default activity; no workload was simulated.
